==> flow/design.v <==
module elevator (
    input        i_clk,
    input        i_rst,
    input        i_button_pressed,
    input  [2:0] i_button_value,
    output reg [2:0] o_floor
);
    reg [2:0] cur_floor;
    reg [1:0] cur_state, next_state;
    reg [7:0] to_visit;
    reg [7:0] mask;
    parameter   IDLE = 0,
                UP = 1,
                DOWN = 2;
    always @(posedge i_clk) begin 
        if(i_rst) begin  
            cur_state <= IDLE;
            to_visit <= 8'b00000000;
            cur_floor <= 0;
        end
        else begin
            to_visit[cur_floor] = 0;
            if(to_visit == 0) begin
                cur_state = IDLE;
                next_state = IDLE;
            end           
            if(i_button_pressed) begin
                if(to_visit == 8'b00000000)  begin  
                    if(i_button_value >= cur_floor && cur_floor !== 7) begin  
                        next_state <= UP;
                    end
                    else begin
                        next_state <= DOWN;
                    end
                end
                to_visit = to_visit | (8'b1 << i_button_value);     
            end
            cur_state = next_state;
            case(cur_state)
            IDLE : begin
            end
            UP : begin
                mask = ~(8'b00000000 >> (cur_floor + 1));
                cur_floor = cur_floor + 1;  
                if(to_visit == 0)  
                    next_state = IDLE; 
                else if(cur_floor >= 7 || ~(|(to_visit & mask)))  
                    next_state = DOWN;
                else 
                    next_state = UP;
            end
            DOWN : begin
                cur_floor = cur_floor - 1;  
                if(to_visit == 0)
                    next_state = IDLE;
                else if(cur_floor <= 0 || (to_visit & ((1 << cur_floor) - 1)) == 0)  
                    next_state = UP;
                else
                    next_state = DOWN;
            end
            endcase
            o_floor = cur_floor;
        end
    end
endmodule
==> flow/run.sh <==
#!/bin/bash
# OpenROAD 26Q1-2900-gdf79404cd8, Yosys 0.63+post, stock flow scripts
make -C /OpenROAD-flow-scripts/flow DESIGN_CONFIG=/design/flow/config.mk WORK_HOME=/design/flow/orfs finish
==> flow/config.mk <==
export PLATFORM = sky130hd
export DESIGN_NAME = elevator
export DESIGN_NICKNAME = elevator
export VERILOG_FILES = /design/flow/design.v
export SDC_FILE = /design/flow/constraint.sdc
export NUM_CORES = 4
export LEC_CHECK = 1
export CORE_AREA = 10 10 103 103
export DIE_AREA = 0 0 113 113
==> flow/constraint.sdc <==
current_design elevator

set clk_period 2.6
set clk_io_pct 0.2

create_clock -name clk0 -period $clk_period [get_ports {i_clk}]

set non_clock_inputs [all_inputs -no_clocks]
set_input_delay [expr $clk_period * $clk_io_pct] -clock clk0 $non_clock_inputs
set_output_delay [expr $clk_period * $clk_io_pct] -clock clk0 [all_outputs]
==> CHANGELOG.md <==
### Physical design

- Outcome: finished, violations left
- Failing checks: negative setup slack
- Depth of the worst register-to-register path: 13
- Largest net degree at the start of global routing: 12
- Storage element area: 359 um2
- Share of synthesized registers carrying an async set or reset: 0%
- Area reported by Yosys stat: 1330 um2
- R2R Setup Slk: -0.12 ns
- Hold EP: next_state[1]
- Core area: 8300 um2
- Final setup fails: 6
- Die ar.: 12800 um2
- Root Buffer: clkbuf_8
- Max Clock Freq: 368 MHz
- Final Critical Period: 2.72 ns
- CTS tree: yes
- Synth warn: 2
- Number of routed nets with antenna violations: 0
- # Cells Yosys: 155
- P&R area growth vs syn: 50.8%
- Distinct cells, synth: 60
- I/O Buffers: 8
- Total number of vias: 1322
- GRT Total Usage: 5.62%
- Worst-path fanout max: 7
- TritonCTS Buffers: 3
- Most common logic cells in the final layout: buf_4 (42), nand2_1 (14), nor2_1 (13)
- CTS H-tree lvls: 1
- VDD IR max: 0.194 mV
- Row count: 33
- Number of enable flip-flop cells: 3
- ANT cells: 0
- Ports: 9
- DP HPWL: 2840 um
- P per Cell Area: 293 nW/um2
- Hold Path Origin: next_state[1]
- Most numerous logic cell after layout: buf_4
- First-pass GRT wire length: 6050 um
- Total power: 586 uW
- Slew margin rel.: 64.2%
- Layout Skew: 0.00243 ns
- Class of the most critical setup path: register to register
- Commonest flop: dfxtp_1
- Total length of routed wires: 3580 um
- Init Core Util: 16.0%
- CTS Sinks: 16
- Die H: 113 um
- DRT iter0 DRCs: 43
- Clk buf depth: 2
- Mapped Avg Cell Area: 8.56 um2
- Cell area after synthesis: 1330 um2
- Drt drc: 0
- Setup crit start kind: register
- Worst setup margin: -0.117 ns
- Period utilization: 105%
- Logic area: 1020 um2
- Late-Pin Clk Latency: 0.25 ns
- Endpoint required time on the critical path: 2.60 ns
- Pre-antenna DRT Iters: 4
- Synth Seq Share: 26.4%
- Final hold slack: 0.506 ns
- Lkg Pwr: 0.000753 uW
- Critical Path AT: 2.72 ns
- #FFs+latches synth: 16
- Vias in the first global route: 1261
- CP endpoint kind: register
- Final-report hold violation count: 0
- Fill count: 858
- Worst-path clk slew: 0.07 ns
- Chip Width: 113 um
- Final RePlAce weighted congestion: 0.835
- Drt wl/cell: 11.6 um
- Initial antenna violation count: 0
- Slew Limit Fails: 0
- Synth Instances: 155
- Vias per cell: 4.28
- HP Class: register to register
- Reg-to-Reg Start: cur_floor[0]
- Unrepaired setup endpoints after global routing: yes
- Share of cells above drive strength 1: 36.3%
- Tool Warnings: 35
- Reg-to-reg endpoint: o_floor[2]
- Max Cap Viol: 0
- Worst-Margin Slew: 0.535 ns
- Worst hold path depth: 2
- Grt ovf: 0
[registers in the layout (all words and copies together) (netlist names)]
name / count
to_visit: 8
next_state: 2
o_floor: 3
cur_floor: 3
[synthesized netlist by cell type (2+ instances only)]
master	count	area [um2]
and2_1	6	37.5
edfxtp_1	3	90.1
nor2_1	13	48.8
buf_6	2	22.5
inv_1	8	30.0
a31oi_1	3	18.8
and3_1	2	12.5
o21ai_1	2	10.0
nand2_1	14	52.6
nor2b_1	3	18.8
o21ai_0	6	30.0
a211oi_1	4	30.0
a21oi_1	4	20.0
nand2b_1	3	18.8
clkbuf_1	2	7.51
nand3_1	6	30.0
dfxtp_1	13	260
and4b_1	2	20.0
o31ai_1	2	15.0
o211ai_1	2	15.0
o21a_1	2	15.0
nand4_1	2	12.5
xnor2_1	2	17.5
buf_2	2	10.0
ha_1	10	125
or2_2	2	12.5
mux2i_1	2	20.0
[per-layer routing]
| layer | track usage [%] | vias to the layer above | wire length, um |
|---|---|---|---|
| li1 | - | 680 | - |
| met1 | 8.15 | 611 | 1820 |
| met2 | 8.33 | 31 | 1540 |
| met3 | 1.87 | 0 | 216 |
| met4 | 0.169 | 0 | 0 |
| met5 | 0 | - | 0 |
[how the worst max path moves through the flow]
stage	startpoint	to	slack, ns	depth (start not counted)
finish	cur_floor[0]	o_floor[2]	-0.12	13
global route	cur_floor[0]	next_state[2]	-0.24	13
CTS	cur_floor[0]	o_floor[2]	-0.14	13
[final cells by class]
type	instances	share of cell area, %
Timing Repair Buffer	51	20.3
Clock buffer	4	2.25
Multi-Input combinational cell	125	51.0
Sequential cell	16	18.0
Inverter	8	1.88
Tap cell	105	6.57
[cell families (layout without fill, tap and decap cells)]
group | Yosys count | count (layout) | share of synthesized area [%]
multiplexers | 2 | 2 | 1.51
XOR/XNOR | 4 | 4 | 3.77
AND/OR/NAND/NOR | 63 | 63 | 26.5
AND-OR/OR-AND | 46 | 46 | 27.1
adder cells (fa/ha/maj) | 10 | 10 | 9.43
flip-flops | 16 | 16 | 26.4
buffers and inverters | 14 | 63 | 5.28
[critical path, cell delays in order, from the launching register on]
cell and delay, ns:
dfxtp_4 0.39, inv_6 0.05, ha_4 0.21, xor2_4 0.17, a2111o_1 0.35, o211ai_1 0.12, nand3_1 0.10, or2_4 0.26
and2_4 0.14, ha_4 0.28, inv_2 0.04, and2_4 0.13, o21ai_2 0.12, nand3_1 0.09
[metrics by stage]
step / util, % / TNS [ns] / std cells / instance area, um2 / worst slack, ns
2_1_floorplan: - / -0.287 / 155 / 1420 / -0.145
3_3_place_gp: 22.4 / -0.386 / 299 / 1860 / -0.150
3_5_place_dp: 22.4 / -0.382 / 299 / 1860 / -0.152
4_1_cts: 23.6 / -0.586 / 309 / 1960 / -0.137
5_1_grt: 24.1 / -1.28 / 309 / 2000 / -0.240
6_report: 24.1 / -0.355 / 309 / 2000 / -0.117
[power by group]
group | internal [uW] | switching [uW] | leakage (uW) | total (uW)
sequential | 258 | 7.24 | 0.000140 | 265
clock | 109 | 93.1 | 0.0000228 | 202
combinational | 63.3 | 55.6 | 0.000591 | 119
[what timing repair did]
action,4_1_cts,5_1_grt
resized,4,11
hold buffers,0,0
setup endpoints to repair,7,8
pin swaps,1,2
buffers inserted,6,0
Power figures rest on the tool's default switching activity, not on a simulated workload.
